--- flow/run.sh ---
#!/bin/bash
# OpenROAD 26Q1-2900-gdf79404cd8, Yosys 0.63+post, stock flow scripts
make -C /OpenROAD-flow-scripts/flow DESIGN_CONFIG=/design/flow/config.mk WORK_HOME=/design/flow/orfs finish
--- flow/config.mk ---
export PLATFORM = sky130hd
export DESIGN_NAME = baverage
export DESIGN_NICKNAME = baverage
export VERILOG_FILES = /design/flow/design.v
export SDC_FILE = /design/flow/constraint.sdc
export NUM_CORES = 4
export LEC_CHECK = 1
export CORE_AREA = 10 10 70 70
export DIE_AREA = 0 0 80 80
--- flow/constraint.sdc ---
current_design baverage

set clk_period 1.6
set clk_io_pct 0.2

create_clock -name clk0 -period $clk_period [get_ports {clk}]

set non_clock_inputs [all_inputs -no_clocks]
set_input_delay [expr $clk_period * $clk_io_pct] -clock clk0 $non_clock_inputs
set_output_delay [expr $clk_period * $clk_io_pct] -clock clk0 [all_outputs]
--- flow/design.v ---
module baverage (
        input logic [1:0] x,
        input logic clk,
        output logic y
    );
    logic [1:0] state = 2'b00;
    always_ff @ (posedge clk) begin
        if(x == 2'b00) begin
            state <= state;
        end else if(x == 2'b01) begin  
            case(state)
                2'b00 : state <= 2'b01;  
                2'b01 : state <= 2'b10;  
                2'b10 : state <= 2'b11;  
                2'b11 : state <= state;  
            endcase
        end else if(x == 2'b10) begin  
            case(state)
                2'b00 : state <= 2'b10;  
                2'b01 : state <= 2'b11;  
                2'b10 : state <= 2'b11;  
                2'b11 : state <= state;  
            endcase
        end else
            state <= state;
    end
    always_comb begin
        if(state == 2'b11)
            y = 1;
        else
            y = 0;     
    end
endmodule
==> metrics.json <==
{
  "outcome": {"value": "finished, final reports clean"},
  "drtPass1Iterations": {"value": 3},
  "rows": {"value": 21},
  "die-area": {"value": 0.00640, "unit": "sq mm"},
  "track_usage": {"value": 0.880, "unit": "%"},
  "post-route-util": {"value": 8.35, "unit": "%"},
  "worstSetupPathType": {"value": "in2reg"},
  "final_layout_size_suffix_gt1_share": {"value": 38.1, "unit": "%"},
  "maxCapViolations": {"value": 0},
  "holdCritPathClass": {"value": "reg2reg"},
  "synth.ff_latch_count": {"value": 2},
  "regArea": {"value": 60.1, "unit": "sq um"},
  "mux_share": {"value": 6.78, "unit": "%"},
  "p_leak": {"value": 0.125, "unit": "nW"},
  "post_synth_instance_area": {"value": 148, "unit": "sq um"},
  "critical_path.slowest_cell": {"value": "clkdlybuf4s50_1"},
  "synthesized_area_fraction_occupied_by_ao_oa_aoi_and_oai_cells": {"value": 0, "unit": "%"},
  "logic_area": {"value": 78.8, "unit": "sq um"},
  "area_growth_syn_to_layout": {"value": 93.2, "unit": "%"},
  "antenna_violating_nets_post_route": {"value": 0},
  "timing.final.hold_violations": {"value": 0},
  "end_kind": {"value": "register"},
  "netlist_logic_family_top": {"value": "adder cells"},
  "die_extent_in_y": {"value": 80, "unit": "um"},
  "worstPathMaxFanout": {"value": 2},
  "ys_cells": {"value": 12},
  "core_area": {"value": 0.00342, "unit": "sq mm"},
  "worst_r2r_startpoint": {"value": "state[1]"},
  "postSynthCellCount": {"value": 12},
  "cts-buffers-inserted": {"value": 3},
  "synth.distinct_cells": {"value": 6},
  "totalPowerFinal": {"value": 210, "unit": "uW"},
  "finalCriticalPeriod": {"value": 1400, "unit": "ps"},
  "startpoint": {"value": "x[0]"},
  "synthesis.yosys.warnings": {"value": 1},
  "finalHoldWorstSlack": {"value": 801, "unit": "ps"},
  "timing_worst_slew_pin_value": {"value": 198, "unit": "ps"},
  "ys_chip_area": {"value": 148, "unit": "sq um"},
  "biggestRegsByFlops": {"value": "state: 2 flops"},
  "layout.filler_cells": {"value": 417},
  "layout_worst_path_cycle_share": {"value": 87.5, "unit": "%"},
  "critical-path-max-stage-delay": {"value": 480, "unit": "ps"},
  "worst_skew_pair.late_latency": {"value": 230, "unit": "ps"},
  "vias": {"value": 108},
  "max-clock-path-buffers": {"value": 2},
  "global_route_wire_length_before_repair": {"value": 434, "unit": "um"},
  "first_iter_violations": {"value": 6},
  "pwr_density_cell": {"value": 736, "unit": "mW/mm^2"},
  "postSynthSeqShare": {"value": 40.7, "unit": "%"},
  "boundaryPins": {"value": 4},
  "fp_density": {"value": 4.32, "unit": "%"},
  "cts-root-buf": {"value": "clkbuf_4"},
  "synthAdderAreaFrac": {"value": 33.9, "unit": "%"},
  "vias_per_cell": {"value": 1.61},
  "grt_start_max_net_pins": {"value": 3},
  "worst_setup_hold_path_clk_slew": {"value": 30, "unit": "ps"},
  "port-buffer-count": {"value": 3},
  "final-max-slew-violation-count": {"value": 0},
  "post_synth.cell_area_avg": {"value": 12.3, "unit": "sq um"},
  "numClockSinks": {"value": 2},
  "chipWidth": {"value": 80, "unit": "um"},
  "gr-total-overflow": {"value": 0},
  "first_global_vias": {"value": 116},
  "simple_gate_share": {"value": 11.0, "unit": "%"},
  "setup_viol_count_final": {"value": 0},
  "max_flop_register": {"value": "state"},
  "peakVddDrop": {"value": 0.000169, "unit": "V"},
  "synthTopCellsByArea": {"value": "edfxtp_1, ha_1, nor3b_2, inv_1, mux2i_1"},
  "crit_path_dat": {"value": 1310, "unit": "ps"},
  "avgRoutedWirePerCell": {"value": 4.73, "unit": "um"},
  "globalplace.congestion": {"value": 0.554},
  "largest_register_ffs": {"value": 2},
  "timing.critical_path.buf_inv": {"value": 2},
  "synthXorXnorAreaFrac": {"value": 0, "unit": "%"},
  "maxClockFrequency": {"value": 715, "unit": "MHz"},
  "antenna_violations_before_repair": {"value": 0},
  "critPathRequiredTime": {"value": 1510, "unit": "ps"},
  "route.final.wire_length": {"value": 317, "unit": "um"},
  "htreeDepth": {"value": 1},
  "drcViolationCount": {"value": 0},
  "cpLargestDelayFamily": {"value": "buffers and inverters"},
  "clock_skew": {"value": 2.49, "unit": "ps"},
  "timing.slew.headroom": {"value": 86.8, "unit": "%"},
  "rsz0062_at_grt": {"value": "no"},
  "cts_tree": {"value": "yes"},
  "tool_warnings": {"value": 27},
  "n_antenna_cell": {"value": 0},
  "path_cells": {"value": "clkdlybuf4s50_1 -> inv_1 -> ha_1 -> nor3b_2"},
  "synthDominantAreaCellType": {"value": "edfxtp_1"},
  "setup.worst_path.start_class": {"value": "primary input"},
  "synth_largest_type_area_fraction": {"value": 40.7, "unit": "%"},
  "worst_hold_startpoint": {"value": "state[0]"}
}
-- kinds of logic (layout without fill, tap and decap cells) --
logic type	count (synthesis)	in the layout
adders and majority gates	4	4
buffers and inverters	3	12
DFF	2	2
muxes	1	1
and+or+nand+nor	2	2
-- tightest hold or removal path: stages (launching register included) --
cell,delay (ps)
edfxtp_1,340
buf_4,110
ha_1,130
nand2_1,50
-- repair_timing --
| item | in CTS | in global routing |
|---|---|---|
| setup buffers | 1 | 2 |
| pin swaps | 1 | 0 |
| setup endpoints to repair | 1 | 1 |
| hold buffers | 0 | 0 |
| resized | 1 | 1 |
-- final timing paths --
kind,cells after the start,slack (ps),endpoint
min,3,800,state[1]
max reg2reg,3,360,state[1]
max,4,200,state[1]
min reg2reg,3,800,state[1]
-- per-layer routing --
layer / wire [um] / vias up / share of wire (%) / GRT usage (%)
met5: 0 / - / 0 / 0
met4: 0 / 0 / 0 / 0.880
met3: 30 / 0 / 9.5 / 0.568
met2: 124 / 4 / 39 / 0.963
met1: 162 / 46 / 51 / 1.06
li1: - / 58 / - / -
-- synth_stat cells --
| library cell | number |
|---|---|
| nand2_1 | 1 |
| edfxtp_1 | 2 |
| inv_1 | 3 |
| mux2i_1 | 1 |
| ha_1 | 4 |
| nor3b_2 | 1 |
-- per-stage QoR --
stage / worst slack, ps / setup TNS (ps) / instance area (sq um) / cells
after floorplan: 499 / 0 / 148 / 12
after global placement: -7.09 / -14.2 / 235 / 61
after detailed placement: -25.6 / -51.3 / 235 / 61
after CTS: 13.7 / 0 / 268 / 65
after global routing: 165 / 0 / 285 / 67
final: 200 / 0 / 285 / 67
-- cell type report --
| type | count | area share (%) |
|---|---|---|
| inverters | 3 | 3.95 |
| clock buffers | 3 | 7.89 |
| multi-input cells | 7 | 27.6 |
| well taps | 46 | 20.2 |
| flip-flops and latches | 2 | 21.1 |
| repair buffers | 6 | 19.3 |
-- cell usage in the layout (no fill, tap or decap) --
cell,instances
clkdlybuf4s50_1,2
ha_2,1
nand2_1,1
buf_4,3
inv_1,3
mux2i_1,1
dlymetal6s2s_1,1
clkbuf_4,3
nor3b_2,1
ha_1,3
edfxtp_1,2
-- where the power goes --
group | switching (mW) | internal (mW)
logic | 0.0121 | 0.0207
registers | 0.00158 | 0.0630
clock network | 0.0298 | 0.0828
Power figures rest on the tool's default switching activity, not on a simulated workload.
