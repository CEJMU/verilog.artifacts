File: design/flow/design.v
module alu (
        input logic  [3:0] x, y,
        input logic  [1:0] s,
        output logic [7:0] z
    );
    always_comb begin
        if (s == 2'b00)      z = x+y;
        else if (s == 2'b01) z = x-y;
        else if (s == 2'b10) z = x*y;
        else                 z = 2'b00;
    end
endmodule
File: design/flow/run.sh
#!/bin/bash
# OpenROAD 26Q1-2900-gdf79404cd8, Yosys 0.63+post, stock flow scripts
make -C /OpenROAD-flow-scripts/flow DESIGN_CONFIG=/design/flow/config.mk WORK_HOME=/design/flow/orfs finish
File: design/flow/config.mk
export PLATFORM = sky130hd
export DESIGN_NAME = alu
export DESIGN_NICKNAME = alu
export VERILOG_FILES = /design/flow/design.v
export SDC_FILE = /design/flow/constraint.sdc
export NUM_CORES = 4
export LEC_CHECK = 1
export CORE_AREA = 10 10 73 73
export DIE_AREA = 0 0 83 83
File: design/flow/constraint.sdc
current_design alu

set clk_period 3.9
set clk_io_pct 0.2

create_clock -name clk0 -period $clk_period

set non_clock_inputs [all_inputs -no_clocks]
set_input_delay [expr $clk_period * $clk_io_pct] -clock clk0 $non_clock_inputs
set_output_delay [expr $clk_period * $clk_io_pct] -clock clk0 [all_outputs]
==> qor.json <==
{
  "run_status": {
    "status": "finished, violations left",
    "violations_in_the_final_reports": "setup timing"
  },
  "yosys": {
    "synth_simple_gate_area_share": 0.2396,
    "ys_types": 30,
    "ys_cells": 106,
    "postSynthCellCount": 106,
    "xors_xnors_by_area": 0.03013,
    "muxShareOfSynthArea": 0.03443,
    "chip_area_estimate_from_yosys_synthesis_um2": 872.1,
    "synthesis.area_per_instance_um2": 8.227,
    "synth.yosys.seq_area_share": 0,
    "yosys-top-cells-area": "sky130_fd_sc_hd__ha_1, sky130_fd_sc_hd__fa_1, sky130_fd_sc_hd__inv_1",
    "top_logic_kind": "adder cells",
    "synth_area_leader_cell": "sky130_fd_sc_hd__ha_1",
    "yosys.area_share.adder": 0.4247,
    "top_cell_area_share": 0.2869,
    "synth_warnings": 1,
    "synthAoiAreaFrac": 0.1765,
    "netlist_area_before_placement_um2": 872.1
  },
  "final_timing": {
    "setup_violations": 4,
    "period_used_share": 1.033,
    "timing.slew.headroom": 0.7046,
    "holdWs_ns": 2.225,
    "rsz0062_at_grt": "yes",
    "final.setup.worst_slack_ns": -0.1278,
    "report.final.hold_viol_count": 0,
    "fin_crit_ns": 4.028,
    "tightest_slew_ns": 0.4417,
    "maxClockFrequency_ghz": 0.2483,
    "timing.final.max_slew_violations": 0
  },
  "die": {
    "dieWidth_um": 83,
    "core-area_mm2": 0.003744,
    "die-area_mm2": 0.006889,
    "ioPinCount": 18,
    "die_height_um": 83,
    "std_cell_rows": 22,
    "initial_utilization": 0.2330
  },
  "placed_design": {
    "port_buffers": 18,
    "place_congestion": 0.8457,
    "place_hpwl_mm": 2.053,
    "placed_area_mm2": 0.001217,
    "placed_cells": 187
  },
  "critical_path": {
    "startpoint_type": "input port",
    "setup.worst_path.class": "in -> out",
    "capturing_element_type_of_the_critical_path": "output port",
    "critPathMaxFanout": 2,
    "critical_path_required_ns": 3.12,
    "critPathArrivalTime_ns": 3.25
  },
  "global_routing": {
    "grt_first_pass_wirelength_mm": 4.305,
    "initial_antenna_violation_count": 0,
    "grt.overflow.total": 0,
    "groute.usage.overall": 0.07081,
    "pin_count_of_the_biggest_net_entering_global_routing": 11,
    "first_global_vias": 899
  },
  "route": {
    "routed_wire_length_per_instance_um": 13.03,
    "drcViolationCount": 0,
    "via_count": 861,
    "drt.antenna.violating_nets": 0,
    "first_drt_pass_iteration_count": 3,
    "antennaDiodeCount": 0,
    "routed_wl_mm": 2.489,
    "vias_per_cell": 4.508,
    "first_iter_violations": 32
  },
  "cells_and_area": {
    "ff_latch_area_um2": 0,
    "drive_above_1_share": 0.3776,
    "multiInputGateArea_um2": 903.4,
    "nClkBuffers": 0,
    "layoutNonFillerInstCount": 191,
    "n_fill_cell": 375,
    "final_area_mm2": 0.001369,
    "numSequentialCells": 0,
    "area_growth_syn_to_fin_pct": 56.96,
    "postLayoutCoreUtil": 0.3656
  },
  "power_and_ir_drop": {
    "irDropWorstVdd_v": 0.00005803,
    "cellPowerDensity_mw_per_mm2": 148.3,
    "power_uw": 202.9,
    "power_leakage_nw": 0.6472
  },
  "run": {
    "max_cap_viols": 0,
    "stage_log_warnings": 38
  },
  "min_path": {
    "worst_hold_path_type": "in -> out"
  }
}
==> worst paths after layout <==
check	from	end	slack, ns	cells after the start
max	y[1]	z[6]	-0.13	13
min	y[2]	z[4]	2.23	6
==> cells by family after synthesis <==
family / Yosys count
xor+xnor: 3
compound gates: 23
mux: 3
fa+ha+maj: 26
simple gates: 34
buf+inv: 17
==> routing by layer <==
metal | up-vias | wire length (um) | part of all wire | track usage
li1 | 440 | - | - | -
met1 | 407 | 1295 | 0.52 | 0.1057
met2 | 14 | 1042 | 0.42 | 0.1047
met3 | 0 | 152 | 0.061 | 0.01870
met4 | 0 | 0 | 0 | 0
met5 | - | 0 | 0 | 0
==> cell usage after synthesis <==
master                     count
sky130_fd_sc_hd__ha_1         20
sky130_fd_sc_hd__inv_1        14
sky130_fd_sc_hd__nor2_1        7
sky130_fd_sc_hd__a21oi_1       6
sky130_fd_sc_hd__and2_1        6
sky130_fd_sc_hd__fa_1          6
sky130_fd_sc_hd__nand2_1       5
sky130_fd_sc_hd__nor3_1        5
sky130_fd_sc_hd__nor3b_1       4
sky130_fd_sc_hd__a211oi_1      3
sky130_fd_sc_hd__mux2i_1       3
sky130_fd_sc_hd__o21ai_0       3
sky130_fd_sc_hd__o22ai_1       3
sky130_fd_sc_hd__buf_6         2
sky130_fd_sc_hd__nor2b_1       2
sky130_fd_sc_hd__o21a_1        2
sky130_fd_sc_hd__xor2_1        2
sky130_fd_sc_hd__a21o_1        1
sky130_fd_sc_hd__a31oi_1       1
sky130_fd_sc_hd__and2b_1       1
sky130_fd_sc_hd__buf_4         1
sky130_fd_sc_hd__nand2b_1      1
sky130_fd_sc_hd__nand2b_4      1
sky130_fd_sc_hd__nand3b_1      1
sky130_fd_sc_hd__nor4b_4       1
sky130_fd_sc_hd__o211ai_1      1
sky130_fd_sc_hd__o21ai_4       1
sky130_fd_sc_hd__o21bai_1      1
sky130_fd_sc_hd__o31ai_1       1
sky130_fd_sc_hd__xnor2_1       1
==> metrics by stage <==
| stage | setup TNS (ns) | setup slack [ns] |
|---|---|---|
| 4_1_cts | -0.06713 | -0.06713 |
| 6_report | -0.2781 | -0.1278 |
| 2_1_floorplan | 0 | 0.2268 |
| 3_3_place_gp | -4.484 | -0.9687 |
| 3_5_place_dp | -4.654 | -1.028 |
| 5_1_grt | -0.6783 | -0.2531 |
==> critical path: stages <==
cell and delay [ns]:
sky130_fd_sc_hd__buf_8 0.09, sky130_fd_sc_hd__nand2_4 0.04, sky130_fd_sc_hd__fa_1 0.54, sky130_fd_sc_hd__inv_2 0.04, sky130_fd_sc_hd__fa_1 0.55, sky130_fd_sc_hd__inv_2 0.05, sky130_fd_sc_hd__fa_2 0.39, sky130_fd_sc_hd__buf_6 0.13
sky130_fd_sc_hd__nor2b_4 0.08, sky130_fd_sc_hd__o21a_1 0.15, sky130_fd_sc_hd__nor3_2 0.04, sky130_fd_sc_hd__o31ai_1 0.22, sky130_fd_sc_hd__buf_2 0.13
==> power by group <==
part           switching [mW]  internal, mW  total [mW]
clock                       0             0           0
sequential                  0             0           0
combinational          0.0917         0.111       0.203
==> final cells by class <==
type,instances,share of cell area
Multi-Input combinational cell,89,0.6600
Timing Repair Buffer,40,0.2578
Inverter,14,0.03839
Tap cell,48,0.04388
==> cells in the final DEF (no fill, tap or decap), types with 2 or more instances in the layout <==
cell type                         count
sky130_fd_sc_hd__a211oi_1             2
sky130_fd_sc_hd__a21oi_1              5
sky130_fd_sc_hd__and2_1               5
sky130_fd_sc_hd__buf_2                4
sky130_fd_sc_hd__buf_4               18
sky130_fd_sc_hd__buf_6                8
sky130_fd_sc_hd__buf_8                2
sky130_fd_sc_hd__clkdlybuf4s50_1      6
sky130_fd_sc_hd__dlygate4sd2_1        2
sky130_fd_sc_hd__fa_1                 5
sky130_fd_sc_hd__ha_1                14
sky130_fd_sc_hd__ha_2                 2
sky130_fd_sc_hd__ha_4                 4
sky130_fd_sc_hd__inv_1               11
sky130_fd_sc_hd__inv_2                3
sky130_fd_sc_hd__mux2i_1              3
sky130_fd_sc_hd__nand2_1              2
sky130_fd_sc_hd__nand2_4              2
sky130_fd_sc_hd__nor2_1               7
sky130_fd_sc_hd__nor3_1               4
sky130_fd_sc_hd__nor3b_1              4
sky130_fd_sc_hd__o21a_1               2
sky130_fd_sc_hd__o21ai_0              2
sky130_fd_sc_hd__o22ai_1              3
==> timing repair <==
item,in CTS,in global routing
setup endpoints to repair,6,4
pin swaps,18,11
setup buffers,2,3
hold buffers,0,0
resized,62,20
Power is estimated from default activity; no workload was simulated.
